**./config.mk**
```make
export PLATFORM = sky130hd
export DESIGN_NAME = UART_Controller
export DESIGN_NICKNAME = UART_Controller
export VERILOG_FILES = /design/flow/design.v
export SDC_FILE = /design/flow/constraint.sdc
export NUM_CORES = 4
export LEC_CHECK = 1
export CORE_UTILIZATION = 50
```
**./constraint.sdc**
```tcl
current_design UART_Controller

set clk_period 3.6
set clk_io_pct 0.2

create_clock -name clk0 -period $clk_period [get_ports {sys_clk}]

set non_clock_inputs [all_inputs -no_clocks]
set_input_delay [expr $clk_period * $clk_io_pct] -clock clk0 $non_clock_inputs
set_output_delay [expr $clk_period * $clk_io_pct] -clock clk0 [all_outputs]
```
**./design.v**
```verilog
module UART_Controller
#(
    parameter BAUD_RATE = 9600,
    parameter CLOCK_FREQ = 27000000
)(
    input sys_clk,
    input sys_rst_n,
    input write_enable,
    input [7:0] data_to_send,
    input RX,
    output reg TX = 1,
    output reg write_done = 0,
    output reg read_done = 0,
    output reg [7:0] data_readed = 8'b11111111
);
localparam counter_up_limit = CLOCK_FREQ / BAUD_RATE;
reg [31:0] clock_counter = 0;
reg [3:0] current_bit = 0;  
reg write_status = 0;
reg write_status_prev = 0;
reg current_RX_bit = 1;
reg prev_RX_bit = 1;
reg [31:0] clock_counter_RX = 0;
reg [3:0] current_bit_RX = 0;  
reg read_status = 0;
reg read_status_prev = 0;
always @(posedge sys_clk or negedge sys_rst_n) begin
    if (!sys_rst_n) begin
        TX <= 1;
        clock_counter <= 0;
        current_bit <= 0;
        write_status <= 0;
        write_status_prev <= 0;
        write_done <= 0;
        read_done <= 0;
        data_readed <= 8'b11111111;
        current_RX_bit <= 1;
        prev_RX_bit <= 1;
        clock_counter_RX <= 0;
        current_bit_RX <= 0;  
        read_status <= 0;
        read_status_prev <= 0;
    end else begin
        if (write_enable && !write_status && !write_status_prev) begin
            write_status <= 1;
        end else if (!write_enable) begin
            write_done <= 0;
            write_status <= 0;
            write_status_prev <= 0;
        end
        if (clock_counter >= counter_up_limit) begin
            clock_counter <= 0;
            if (write_status && !write_status_prev) begin
                TX <= 0;  
                write_status_prev <= 1;
            end
            else if (write_status) begin
                if (current_bit < 8) begin
                    TX <= data_to_send[current_bit];
                    current_bit <= current_bit + 1;
                end
                else if (current_bit == 8) begin
                    TX <= 1;  
                    current_bit <= current_bit + 1;
                end
                else begin
                    current_bit <= 0;
                    write_status <= 0;
                    write_done <= 1;
                end
            end
        end else begin
            clock_counter <= clock_counter + 1;
        end
        current_RX_bit <= RX;
        prev_RX_bit <= current_RX_bit;
        if (current_RX_bit == 0 && prev_RX_bit == 1) begin
            if (!read_status && !read_status_prev) begin
                read_status <= 1;
                read_done <= 0;
                data_readed <= 8'b1111_1111;  
            end
        end
        if (read_status) begin
            if ((clock_counter_RX >= counter_up_limit) && read_status_prev) begin
                clock_counter_RX <= 0;
                if (current_bit_RX < 8) begin
                    data_readed[current_bit_RX] <= RX;             
                    current_bit_RX <= current_bit_RX + 1;
                end
                else if(current_bit_RX == 8) begin
                    if (RX == 1) begin  
                        read_status <= 0;
                        read_status_prev <= 0;
                        read_done <= 1;
                        current_bit_RX <= 0;
                    end else begin
                        read_status <= 0;
                        read_status_prev <= 0;
                        read_done <= 0;  
                        current_bit_RX <= 0;
                        data_readed <= 8'b1111_1111;
                    end
                end
            end else begin
                clock_counter_RX <= clock_counter_RX + 1;
            end
            if ((clock_counter_RX >= (counter_up_limit / 2)) && !read_status_prev) begin
                read_status_prev <= 1;
                clock_counter_RX <= 0;
                current_bit_RX <= 0;
            end
        end
    end
end
endmodule
```
**./run.sh**
```bash
#!/bin/bash
# OpenROAD 26Q1-2900-gdf79404cd8, Yosys 0.63+post, stock flow scripts
make -C /OpenROAD-flow-scripts/flow DESIGN_CONFIG=/design/flow/config.mk WORK_HOME=/design/flow/orfs finish
```
==> ci_impl_report.md <==
## PnR job results

| Metric | Value |
|---|---|
| Async set-reset flop share out of synthesis | `1.00` |
| Commonest non-fill, non-tap cell in the layout | `dfrtp_1` |
| Area of the mapped netlist | `0.00411 sq mm` |
| Tightest Pin Transition | `710 ps` |
| Cell Rows | `32` |
| Initial antenna violation count | `0` |
| Clock Latency Late Sink | `360 ps` |
| Met3 Routed Length | `291 microns` |
| Top sig layer | `met4` |
| Port bufs | `22` |
| WS Path Type | `register to register` |
| Critical-path cell list | `inv_1 -> ha_1 -> nand2b_1 -> a21oi_1 -> a21oi_1 -> nor3_1 -> nand4_1 -> nand3_1` |
| Startpoint type of the worst setup path | `register` |
| Final worst slack | `1350 ps` |
| Max VDD drop | `0.000289 V` |
| Grt ovf | `0` |
| RSZ-0062 raised after global routing | `no` |
| CP dominant cell by count | `a21oi_1` |
| Crit-path max FO | `13` |
| Cts hold-fix bufs | `0` |
| Post-CTS Repair Setup Buffers | `0` |
| Worst R2R End | `data_readed[5]$_DFF_PN1_` |
| H-Tree Depth | `3` |
| DRT Pass-1 Iters | `4` |
| Most numerous logic cells after layout | `78 x dfrtp_1, 50 x nor2_1, 33 x nand2_1` |
| Core ar. | `0.00785 sq mm` |
| PwrDens | `452 mW/mm^2` |
| Worst reg-to-reg setup slack | `1350 ps` |
| Dpl hpwl | `5230 microns` |
| Root Buffer | `clkbuf_8` |
| Layout cell share with drive strength beyond 1 | `0.104` |
| GPL Wtd Cong | `0.916` |
| Mean Syn Cell Area | `10.3 sq um` |
| P_leak | `2.09 nW` |
| YS chip area | `0.00411 sq mm` |
| Crit-path slowest cell | `nor3_1` |
| CTS tree | `built` |
| Setup crit end kind | `register` |
| Worst slack, placed | `1360 ps` |
| DRC | `0` |
| Top area cell types | `dfrtp_1 47%, dfstp_2 7.0%, nor2_1 4.6%` |
| M1 WL | `3750 microns` |
| Crit path buf inv count | `1` |
| Top-area cell share | `0.474` |
| Via count | `3004` |
| Post-layout period usage of the worst path | `0.625` |
| FF-to-FF path depth | `8` |
| Data required, critical path | `3900 ps` |
| WL met2 | `3470 microns` |
| CTS Buffer Depth | `2` |
| Die area | `0.00859 sq mm` |
| Routed wire per std cell | `13.7 microns` |
| Mapped Cells | `399` |
| First-pass GRT wire length | `13300 microns` |
| Max Cap Viol | `0` |
| Largest area contributor in the netlist | `dfrtp_1` |
| Clk sink count | `89` |
| Flip-flops with a built-in enable | `0` |
| ANT cells | `0` |
| Ports | `23` |
| Yosys warning count | `1` |
| Fmax | `0.444 GHz` |
| Log Warnings | `35` |
| Fin Hold WS | `243 ps` |
| FP Util | `0.524` |
| Via-per-instance ratio | `5.42` |
| Initial DRC Count | `116` |
| HP Class | `primary input to asynchronous set/reset pin` |
| CP max stage delay | `560 ps` |
| Clk slew on worst S/H paths | `100 ps` |
| Clock Skew | `8.52 ps` |
| Synth Seq Share | `0.545` |
| Setup-failing EPs final | `0` |
| Vias in the first global route | `2932` |
| Post-DRT Antenna Nets | `0` |
| RR Startpoint | `current_bit_RX[0]$_DFFE_PN0P_` |
| Area delta synth->final | `14.9%` |
| Largest net degree at the start of global routing | `40` |
| Overall power | `2.14 mW` |
| Total Routing Usage GR | `0.200` |
| Status | `complete, no violations` |
| Post-synth regs | `89` |
| Die Wd | `92.7 microns` |
| Chip height | `92.7 microns` |
| Cell Type Count | `53` |
| Worst Setup SP | `current_bit_RX[0]$_DFFE_PN0P_` |
| Slew margin rel. | `0.523` |
| Final WL | `7590 microns` |
| Final hold vios | `0` |
| Max Slew Vio Count | `0` |
| Dominant Register Cell | `dfrtp_1` |
| Yosys cell count | `399` |
| CP top delay family | `simple AND/OR/NAND/NOR gates` |
| Post-CTS sizing | `0` |
| Clock period minus worst slack | `2250 ps` |
| Cts bufs inserted | `9` |
| Arr. time, crit path | `2550 ps` |
| Final TNS setup | `0 ps` |
==> synth_stat cells (3+ instances only) <==
cell type   n
a41oi_1     3
o21ai_1    16
o2bb2ai_1   6
nand4_1    10
dfrtp_1    78
nor2_1     50
nand2_1    33
dfstp_2    11
and3_1      7
a21o_1      3
a21oi_1    16
nor2b_1    10
ha_1       11
clkbuf_1    7
xor2_1      8
nor4_1     10
nor4_2      3
xnor2_1     3
and2_1      7
and4_1      4
a31oi_1     6
inv_1      17
nor3_1      7
nand2b_1    4
nand3_1    24
o21ai_0     9
==> per-layer routing <==
metal | track usage | vias up
met4 | 0.0231 | 0
met5 | 0 | -
met3 | 0.0351 | 8
met2 | 0.304 | 55
li1 | - | 1506
met1 | 0.331 | 1435
==> power by group <==
group / internal, mW / switching (mW)
combinational: 0.143 / 0.158
sequential: 1.09 / 0.0900
clock: 0.271 / 0.388
==> how the worst max path moves through the flow <==
stage	to	depth (start not counted)
final	data_readed[5]$_DFF_PN1_	8
after CTS	current_bit[3]$_DFFE_PN0P_	5
after global routing	current_bit[3]$_DFFE_PN0P_	5
==> per-stage QoR <==
| step | instances | utilization | cell area, sq um |
|---|---|---|---|
| 2_1_floorplan | 418 | - | 4190 |
| 4_1_cts | 554 | 0.603 | 4730 |
| 3_3_place_gp | 538 | 0.577 | 4530 |
| 6_report | 554 | 0.603 | 4730 |
| 5_1_grt | 554 | 0.603 | 4730 |
| 3_5_place_dp | 538 | 0.577 | 4530 |
==> flip-flops by register name (all words and copies together), names as in the netlist <==
name               flops
clock_counter         32
clock_counter_RX      32
data_readed            8
current_bit            4
current_bit_RX         4
TX                     1
current_RX_bit         1
prev_RX_bit            1
read_done              1
read_status            1
read_status_prev       1
write_done             1
write_status           1
write_status_prev      1
==> logic make-up (layout without fill, tap and decap cells) <==
group,Yosys count,count (layout),share of synthesized area
buffers and inverters,26,60,0.0243
adders and majority gates,11,11,0.0335
muxes,4,4,0.0161
xor gates and xnor gates,11,11,0.0234
DFF,89,89,0.545
other,1,20,0.000912
and+or+nand+nor,179,179,0.228
AOI/OAI and AO/OA,78,78,0.129
==> worst reg2reg max path: stages, from the launching register on <==
cell      delay [ps]
dfrtp_1          530
inv_1            210
ha_1             250
nand2b_1         150
a21oi_1          140
a21oi_1           50
nor3_1           560
nand4_1          180
nand3_1          120
==> cell type report <==
class | count | area (sq um)
fillers | 650 | 3120
flip-flops and latches | 89 | 2240
multi-input cells | 303 | 1840
repair buffers | 27 | 255
well taps | 102 | 128
clock buffers | 9 | 124
clock inverters | 7 | 72.6
inverters | 17 | 63.8
Power and IR drop assume default switching activity.
