==> design.v <==
module Clock(
    input sys_clk,  
    input manual_clk,  
    input sys_rst_n,  
    input clk_select,  
    input HLT,  
    output c_clk
);
parameter cycle_count = 1_350_000;  
reg [24:0] counter = 0;
reg manual_clk_old = 0;
wire manual_clk_inverted = !manual_clk;
wire m_clk_rising = (!manual_clk_old && manual_clk_inverted);
reg a_clk = 0;
reg m_clk = 0;
assign c_clk = (clk_select)? a_clk:m_clk;
always@(posedge sys_clk or negedge sys_rst_n) begin
    if (!sys_rst_n) begin
        counter <= 0;
        a_clk <= 0;
        m_clk <= 0;
        manual_clk_old <= 0;
    end
    else begin
        counter <= counter + 1;
        manual_clk_old <= manual_clk_inverted;
        if (counter >= cycle_count) begin 
            counter <= 0;
            if (!HLT) a_clk <= !a_clk;
        end
        if (m_clk_rising && !HLT) m_clk <= !m_clk;
    end
end
endmodule
==> run.sh <==
#!/bin/bash
# OpenROAD 26Q1-2900-gdf79404cd8, Yosys 0.63+post, stock flow scripts
make -C /OpenROAD-flow-scripts/flow DESIGN_CONFIG=/design/flow/config.mk WORK_HOME=/design/flow/orfs finish
==> config.mk <==
export PLATFORM = sky130hd
export DESIGN_NAME = Clock
export DESIGN_NICKNAME = Clock
export VERILOG_FILES = /design/flow/design.v
export SDC_FILE = /design/flow/constraint.sdc
export NUM_CORES = 4
export LEC_CHECK = 1
export CORE_AREA = 10 10 102 102
export DIE_AREA = 0 0 112 112
==> constraint.sdc <==
current_design Clock

set clk_period 3.9
set clk_io_pct 0.2

create_clock -name clk0 -period $clk_period [get_ports {sys_clk}]

set non_clock_inputs [all_inputs -no_clocks]
set_input_delay [expr $clk_period * $clk_io_pct] -clock clk0 $non_clock_inputs
set_output_delay [expr $clk_period * $clk_io_pct] -clock clk0 [all_outputs]
==> summary.txt <==
Synthesis and PnR results.

- STA classifies the critical path endpoint as a primary output.
- The multi-input combinational cells in the finished layout cover a total of 626 um2.
- The mean post-synth cell area is 10.4 um2.
- The share of cells above drive strength 1 is 5.59%.
- The area added between synthesis and finish reads 16.8%.
- Across all stage logs, warnings added up to 27.
- The longest incremental delay of any stage on the critical path is reported as 0.46 ns.
- Yosys reports a chip area of 0.00139 mm2.
- Setup repair after global routing left no endpoint under its margin.
- No sink is reached through more buffers than the 2 on the longest clock path.
- The initial utilization of the core area, before any placement, comes to 16.9%.
- The cell type that accounts for the most area after synthesis is dfrtp_1.
- The total antenna diodes in the routed design reads 0.
- The number of synthesized register bits reads 28.
- The number of nets with antenna violations after routing reads 0.
- The top-level I/O count is 6.
- The routability-driven placement congestion ratio reads 0.774.
- Per the final report, max-transition violations number 0.
- The worst hold path belongs to the class reg2reg.
- The largest driver fanout on the critical path is 1.
- On the critical path the data arrives at 1.97 ns.
- STA shows the worst reg2reg path with a cell count of 4.
- The core region area reads 0.00822 mm2.
- The count of distinct cell types in the synthesized netlist is 31.
- The hold-fix buffer count after cts is 0.
- dfrtp_1 is the most common cell in the netlist.
- The global-route usage over all layers is 3.81%.
- The top-area cell type share of the netlist area is 50.5%.
- The number of buffers created by CTS reads 3.
- The first-pass GRT wire length reads 4410 um.
- The cell total in the yosys stat output is 134.
- The number of max-cap violations is 0.
- The number of hold-slack violations in the final timing report is 0.
- After technology mapping, the gate count stands at 134.
- The post-synth tally of flip-flops with integrated enable reads 0.
- The power per cell area reads 347 mW/mm2.
- The slew at the pin closest to its max-slew limit reads 0.876 ns.
- The destination of the worst hold path reads m_clk.
- The number of setup buffers added after CTS is 0.
- After synthesis, flip-flops and latches occupy 50.5% of the total area.
- The clock-pin slew on the worst setup and hold paths reads 0.09 ns.
- The via count of the first global-routing pass is 945.
- On the final layout, the worst clock skew is 0.00389 ns.
- The run finished with clean final reports.
- The initial antenna violation count is 0.
- The maximum number of pins on one net before global-route repair reads 29.
- Counting the warning lines in the Yosys log gives 1.
- The final timing report derives a shortest allowable period of 2.75 ns.
- The post-synthesis instance area reads 0.00139 mm2.
- The post-detailed-placement cell area reads 0.00155 mm2.
- The DRC violation count after routing reads 0.
- The clock net sink count is 28.
- The number of standard-cell rows in the floorplan reads 33.
- TritonCTS built the clock tree.
- Registers take 701 um2.
- The library cell contributing the largest single delay on the critical path is clkdlybuf4s50_1.
- The headroom to the max-slew limit is 41.6%.
- The first-pass detailed-route iteration total is 4.
- The reg-to-reg startpoint is counter[13].
- The total via count after detailed routing is 965.
- The static leakage is 0.606 nW.
- The number of fill cells in the layout reads 876.
- The violation count after the first detailed-routing iteration reads 26.
- The top cell family by delay on the critical path is buffers and inverters.
- The root buffer selected by CTS is clkbuf_8.
- The area of all placed cells without fillers is 0.00162 mm2.
- The die span in y is 112 um.
- The final wirelength is 2400 um.
- The buffer-and-inverter tally for the worst setup path reads 2.
- The critical path start-end classification reads in2out.
- The cell sequence reported for the critical path is clkdlybuf4s50_1 > mux2_2 > clkdlybuf4s50_1.
- Dividing the detail-routed via count by the number of cells gives 3.89.
- Looking at the clock tree report, the H-tree level count equals 1.
- The synthesis report names the predominant flop master as dfrtp_1.
- The start point of the worst min-delay path is m_clk.
- The proportion of synthesized flip-flops having asynchronous set or reset reads 100%.
- The setup slack on the worst flop-to-flop path reads 1.57 ns.
- The portion of the clock cycle consumed by the worst path in the final layout reads 70.4%.
- The number of gates resized after CTS was 0.
- The achievable clock frequency reads 364 MHz.
- The required time at the endpoint of the critical path is 3.12 ns.
- The cell type with the highest occurrence count on the critical path is clkdlybuf4s50_1.
- The total stage count of the critical path reads 3.
- Setup violations remaining at the end of the flow were counted as 0.
- Along the worst hold path, the cell count comes to 1.
- From left edge to right edge, the die measures 112 um.
- The die area is 0.0125 mm2.
- The buffer_ports step reported a buffer count of 5.
- The final HPWL from detailed placement is 1640 um.
- The worst-case vdd ir drop is 192 uV.
- Sorting the synthesized cells by area gives the leading types as dfrtp_1, xor2_1, and4_1, nor2_1, a21oi_1.
- Per the skew report, the later register of the worst-skew pair sees a clock latency of 0.27 ns.
- The total global routing overflow reads 0.
- The summed negative setup slack over all endpoints is 0 ns.
- The wire length per cell is 9.67 um.
- The element type at the critical path start is an input port.
- The terminus of the critical flop-to-flop path reads counter[12].
- Ranked by instance count, the synthesized netlist is headed by dfrtp_1, nor2_1, xor2_1.
## state kept, by name, indices dropped and copies added (netlist names)
name	count
counter	25
a_clk	1
m_clk	1
manual_clk_old	1
## worst max-delay path by stage
stage / slack [ns] / from / endpoint
6_report: 1.15 / clk_select / c_clk
5_1_grt: 1.12 / clk_select / c_clk
4_1_cts: 1.14 / clk_select / c_clk
## where the power goes
group / switching [mW] / internal (mW) / leakage, nW
sequential: 0.00623 / 0.300 / 0.375
combinational: 0.0130 / 0.0181 / 0.195
clock: 0.0873 / 0.137 / 0.0357
## layer usage
metal  vias up  share of wire (%)  GRT usage [%]
li1        495                  -              -
met1       460                 48           5.30
met2         8                 50           6.37
met3         2                1.0          0.326
met4         0                1.5          0.677
met5         -                  0              0
## cells in the final DEF, fill, tap and decap left out
master	synthesis	routed
a31oi_1	1	1
clkdlybuf4s50_1	0	5
mux2_2	1	1
dfrtp_1	28	28
nand2_1	4	4
ha_1	2	2
and2_1	1	1
xor2_1	10	10
a31o_2	1	1
bufinv_16	0	1
and3_1	2	2
clkbuf_8	0	3
o21ai_0	5	5
and4_1	7	7
conb_1	1	4
or4b_1	1	1
nor3_1	2	2
or3_1	4	4
o31ai_1	2	2
o31ai_4	1	1
nand4_1	7	7
nand3_1	5	5
a21oi_1	9	9
nor2_1	14	14
o21a_1	1	1
nor4_1	2	2
a211o_1	1	1
inv_1	9	9
or4_1	4	4
xnor2_1	3	3
o221ai_1	1	1
o211a_1	1	1
buf_4	0	1
## layout make-up
class,instances,share of cell area [%]
flip-flops and latches,28,43.2
multi-input cells,96,38.6
well taps,105,8.11
repair buffers,6,3.55
clock buffers,3,2.55
inverters,9,2.08
clock inverters,1,1.85
## cell families (layout without fill, tap and decap cells)
kind of cell             count (synthesis)  count (layout)  synth area share (%)
multiplexers                             1               1                 0.811
adder cells (fa/ha/maj)                  2               2                  1.80
AND-OR/OR-AND                           23              23                  11.3
flip-flops                              28              28                  50.5
AND/OR/NAND/NOR                         53              53                  21.9
other                                    1               4                 0.270
XOR/XNOR                                13              13                  8.21
buffers and inverters                   13              19                  5.23
## stage by stage
step	setup slack (ns)	utilization [%]	total power [mW]	std cells	hold slack (ns)
detailed placement	1.15	18.9	0.345	244	0.458
global route	1.12	19.7	0.589	248	0.488
floorplan	2.04	-	0.323	137	0.438
finish	1.15	19.7	0.562	248	0.471
global placement	1.14	18.9	0.344	244	0.457
CTS	1.14	19.7	0.573	248	0.476
Power is estimated from default activity; no workload was simulated.
